`flow/run.sh`:
```
#!/bin/bash
# OpenROAD 26Q1-2900-gdf79404cd8, Yosys 0.63+post, stock flow scripts
make -C /OpenROAD-flow-scripts/flow DESIGN_CONFIG=/design/flow/config.mk WORK_HOME=/design/flow/orfs finish
```
`flow/config.mk`:
```
export PLATFORM = sky130hd
export DESIGN_NAME = demo
export DESIGN_NICKNAME = demo
export VERILOG_FILES = /design/flow/design.v
export SDC_FILE = /design/flow/constraint.sdc
export NUM_CORES = 4
export LEC_CHECK = 1
export CORE_AREA = 10 10 70 70
export DIE_AREA = 0 0 80 80
```
`flow/constraint.sdc`:
```
current_design demo

set clk_period 1.9
set clk_io_pct 0.2

create_clock -name clk0 -period $clk_period [get_ports {clk}]

set non_clock_inputs [all_inputs -no_clocks]
set_input_delay [expr $clk_period * $clk_io_pct] -clock clk0 $non_clock_inputs
set_output_delay [expr $clk_period * $clk_io_pct] -clock clk0 [all_outputs]
```
`flow/design.v`:
```
module demo (
  input clk,
  output [5:0] counter
);
  logic [5:0] counter = 0;
  always @(posedge clk) begin
    if (counter == 15)
      counter <= 0;
    else
      counter <= counter + 1;
  end
endmodule  
```
==> summary.txt <==
run metrics: synth cell count leaders 6 x dfxtp_1, 3 x nand3_1, 2 x nor2_1, 2 x xor2_1, Synth top area share 0.549, CP max stage delay 0.49 ns, Via density 2.30, Layout area overhead 65.1%, YS warnings 1, post-synth top area cell dfxtp_1, EDFF count, synth 0, share of cells above drive strength 1 0.133, ANT nets after route 0, DRT iter0 DRCs 4, skew final 0.00311 ns, GRT overflow 0, Die W 80 um, WS Path Type flop to output pin, Tool Warnings 25, crit path max-delay cell type clkdlybuf4s50_1, Mean Syn Cell Area 10.4 sq um, hold path start counter[0]$_SDFF_PN0_, RSZ-0062 raised after global routing false, Synth async-reset ratio 0, via count 177, initial antenna violation count 1, Yosys top cell by instances dfxtp_1, crit share post-route 0.798, Die Area 0.00640 sq mm, Tightest Pin Transition 0.248 ns, pin count of the biggest net entering global routing 6, final hold vios 0, Synth Flop Type dfxtp_1, CTS H-tree lvls 1, vias in the first global route 181, Post-Syn Area 219 sq um, count of cell types in the netlist 12, status finished, final reports clean, max reg flops 6, Core ar. 0.00342 sq mm, number of fill cells 401, logic area 98.8 sq um, CTS tree built, io pins 7, total track usage 0.0188, Post-CTS Setup Inserts 0, Buf/Inv on CP 1, CP Launch Type flop, Routed WL 506 um, DR pass1 iterations 3, half-perimeter wire length after placement 407 um, FP Rows 21, worst path arrival time 1.14 ns, PD cells 661 mW/mm^2, CTS root buffer clkbuf_4, clk sinks 6, Port Buf Inserts 6, Yosys Instances 21, cts hold-fix bufs 0, GP Congestion 0.657, Top delay family on crit path buffers and inverters, Largest regs counter: 6 flops, YS chip area 219 sq um, crit path DRT 1.52 ns, first-pass GRT wire length 876 um, Top area cell types dfxtp_1 55%, xor2_1 8.0%, nand3_1 6.9%, routed len/inst 6.57 um, Slew HR 0.834, hold crit path type flop to flop, Worst-path clk slew 0.04 ns, final setup violating endpoints 0, Flops after synth 6, Crit. End Element output pin, Synth Seq Share 0.549, Worst Setup SP counter[2]$_SDFF_PN0_, Final Max Slew Viols 0, max_cap viols 0, Top reg by flops counter, Longest Clk Path Bufs 2, CTS Buf Count 3, fmax 660 MHz, Tmin final 1.52 ns, Pwr Total 0.239 mW, worst path cell trace clkdlybuf4s50_1, Peak supply drop 0.121 mV, Max Fanout on Critical Path 5, FP Core Util 0.0641, setup TNS 0 ns, # DRC 0, die height 80 um, Sequential Area 120 sq um, clk latency late pin 0.24 ns, Post-CTS Resized 0, LEAKAGE 0.127 nW, R2R Path Start counter[0]$_SDFF_PN0_, post-synthesis instance total 21
kinds of logic (layout without fill, tap and decap cells):
logic type | after synthesis | after routing | synth area share
buffers and inverters | 0 | 9 | 0
and+or+nand+nor | 10 | 10 | 0.251
other | 0 | 1 | 0
adders and majority gates | 1 | 1 | 0.0571
AOI/OAI and AO/OA | 1 | 1 | 0.0228
xor gates and xnor gates | 3 | 3 | 0.120
DFF | 6 | 6 | 0.549
cell usage in the layout, fill, tap and decap left out, drive strengths merged:
| cell | Yosys | final |
|---|---|---|
| clkdlybuf4s50 | 0 | 6 |
| nor3 | 1 | 1 |
| nor2 | 2 | 2 |
| ha | 1 | 1 |
| and3 | 1 | 1 |
| diode | 0 | 1 |
| o21ai | 1 | 1 |
| nand2 | 1 | 1 |
| xor2 | 2 | 2 |
| dfxtp | 6 | 6 |
| xnor2 | 1 | 1 |
| clkbuf | 0 | 3 |
| nor2b | 1 | 1 |
| nand2b | 1 | 1 |
| nand3 | 3 | 3 |
final cells by class:
cell class,instances,share of cell area
tap,46,0.159
clock buffer,3,0.0623
multi-input combinational,15,0.273
antenna,1,0.00692
sequential,6,0.332
timing repair buffer,6,0.166
routing by layer:
layer / GRT usage / wire length, um / vias to the layer above
met1: 0.0213 / 201 / 79
met3: 0.0295 / 147 / 0
met2: 0.0185 / 158 / 8
li1: - / - / 90
met5: 0 / 0 / -
met4: 0 / 0 / 0
stage by stage:
step           hold WS, ns  instance area, sq um    util  std cells  worst slack (ns)
2_1_floorplan        0.426                   219       -         21             0.926
3_3_place_gp         0.458                   337  0.0985         73             0.617
3_5_place_dp         0.471                   337  0.0985         73             0.617
4_1_cts              0.484                   359   0.105         76             0.352
5_1_grt              0.541                   362   0.106         77             0.281
6_report             0.476                   362   0.106         77             0.385
power breakdown:
group            total [mW]  leakage [nW]  internal (mW)  switching [mW]
clock                 0.113        0.0138         0.0711          0.0414
sequential            0.126        0.0483          0.126               0
combinational  0.0000000654        0.0654              0               0
total                 0.239         0.127          0.198          0.0414
path summary, 6_finish.rpt:
check	end	slack (ns)	cells after the start
setup / recovery	counter[2]	0.38	1
hold / removal	counter[0]$_SDFF_PN0_	0.48	1
hold reg to reg	counter[0]$_SDFF_PN0_	0.48	1
setup reg to reg	counter[3]$_SDFF_PN0_	0.74	4
Power is estimated from default activity; no workload was simulated.
